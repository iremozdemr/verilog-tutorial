==> design.v <==
`timescale 1ns / 1ps
module matriscarpici #(parameter M=8)(
    input clk,
    input rst,
    input [M-1:0] matris_veri,
    input matris_gecerli,
    output reg [2*M+1:0] carpim_veri = 0,  
    output reg carpim_gecerli = 0
    );
    reg [M-1:0] A_matrisi [7:0];
    reg [M-1:0] B_matrisi [7:0];
    reg [2*M+1:0] carpim_veri_sonraki = 0;
    reg carpim_gecerli_sonraki = 0;
    reg [4:0] sayac = 0;
    reg [4:0] sayac_sonraki = 0;
    reg [1:0] sayac2 = 0;
    reg [1:0] sayac2_sonraki = 0;
    always @* begin
        sayac_sonraki = sayac;
        sayac2_sonraki = sayac2;
        carpim_veri_sonraki = 0;
        carpim_gecerli_sonraki = 0;
        if(matris_gecerli && sayac < 16) begin
            sayac_sonraki = sayac + 1;
        end
        if(sayac == 16) begin  
            sayac2_sonraki = sayac2 + 1;
            case(sayac2)
                2'b00: begin
                    carpim_veri_sonraki = A_matrisi[0]*B_matrisi[0] + A_matrisi[1]*B_matrisi[2] 
                                        + A_matrisi[2]*B_matrisi[4] + A_matrisi[3]*B_matrisi[6];
                    carpim_gecerli_sonraki = 1;
                end
                2'b01: begin
                    carpim_veri_sonraki = A_matrisi[0]*B_matrisi[1] + A_matrisi[1]*B_matrisi[3] 
                                        + A_matrisi[2]*B_matrisi[5] + A_matrisi[3]*B_matrisi[7];
                    carpim_gecerli_sonraki = 1;
                end
                2'b10: begin
                    carpim_veri_sonraki = A_matrisi[4]*B_matrisi[0] + A_matrisi[5]*B_matrisi[2] 
                                        + A_matrisi[6]*B_matrisi[4] + A_matrisi[7]*B_matrisi[6];
                    carpim_gecerli_sonraki = 1;
                end
                2'b11: begin
                    carpim_veri_sonraki = A_matrisi[4]*B_matrisi[1] + A_matrisi[5]*B_matrisi[3] 
                                        + A_matrisi[6]*B_matrisi[5] + A_matrisi[7]*B_matrisi[7];
                    carpim_gecerli_sonraki = 1;
                    sayac_sonraki = 0;
                    sayac2_sonraki = 0;
                end
            endcase
        end
    end
    always @(posedge clk) begin
        if(rst) begin
            sayac <= 0;
            sayac2 <= 0;
            carpim_veri <= 0;
            carpim_gecerli <= 0;
        end
        else begin
            if(matris_gecerli && sayac < 16) begin  
                if(sayac[3] == 0) begin
                    A_matrisi[sayac[2:0]] = matris_veri;
                end
                else begin
                    B_matrisi[sayac[2:0]] = matris_veri;
                end
            end
            sayac <= sayac_sonraki;
            sayac2 <= sayac2_sonraki;
            carpim_veri <= carpim_veri_sonraki;
            carpim_gecerli <= carpim_gecerli_sonraki;
        end
    end
endmodule
==> run.sh <==
#!/bin/bash
# OpenROAD 26Q1-2900-gdf79404cd8, Yosys 0.63+post, stock flow scripts
make -C /OpenROAD-flow-scripts/flow DESIGN_CONFIG=/design/flow/config.mk WORK_HOME=/design/flow/orfs finish
==> config.mk <==
export PLATFORM = sky130hd
export DESIGN_NAME = matriscarpici
export DESIGN_NICKNAME = matriscarpici
export VERILOG_FILES = /design/flow/design.v
export SDC_FILE = /design/flow/constraint.sdc
export NUM_CORES = 4
export LEC_CHECK = 1
export CORE_UTILIZATION = 40
==> constraint.sdc <==
current_design matriscarpici

set clk_period 13.6
set clk_io_pct 0.2

create_clock -name clk0 -period $clk_period [get_ports {clk}]

set non_clock_inputs [all_inputs -no_clocks]
set_input_delay [expr $clk_period * $clk_io_pct] -clock clk0 $non_clock_inputs
set_output_delay [expr $clk_period * $clk_io_pct] -clock clk0 [all_outputs]
==> impl_metrics.yaml <==
# generated from flow reports
synth:
  edf_count: 128
  ys.flops: 154
  synth_area_sq_mm: 0.04177
  synthArstFlopShare: 0
  yosys_area_sq_mm: 0.04177
  ys_types: 61
  yosysWarnings: 1
  ff_type: "edfxtp_1"
  synthCells: 4323
  yosys_cells: 4323
  syn_avg_cell_area_sq_um: 9.662
  ys_seq_share: 0.1045
timing:
  slew_violations: 0
  whs_ps: 523.9
  rsz0062_at_grt: "false"
  max_freq_mhz: 127.8
  slew_headroom: 0.3676
  period_needed_ps: 7827
  tightest_slew_ps: 941.8
  setup_viol: 0
  hold_viol: 0
  fin_worst_skew_ps: 15.05
  fin_ws_ps: 5773
  fin_crit_sh: 0.5755
  setup_tns_ps: 0
floorplan:
  io_pins: 30
  die_area_sq_mm: 0.1057
  fp.dieH_um: 325.1
  core_area_sq_mm: 0.1035
  rows: 118
  initCoreUtil: 0.4036
  fp.dieW_um: 325.1
finish:
  final_common_cell: "inv_1"
  flop_area_sq_mm: 0.004364
  syn2layout_area_growth_pct: 5.740
  mostFrequentLayoutCells: "1227 x inv_1, 896 x fa_1, 638 x and2_1"
  num-fill-cells: 10130
  combGateArea_sq_mm: 0.03226
  layout-drive-gt1-share: 0.02306
global_routing:
  track_usage: 0.2449
  grt_pass1_wl_um: 178000
  antenna_found_initial: 4
  grt_start_max_net_pins: 37
  grt-ovfl-total: 0
  grt_pass1_vias: 30120
worst_setup_path:
  required_ps: 13940
  timing_worst_setup_path_type: "register to register"
  rr_endpoint: "carpim_veri[16]"
  critPathArrivalTime_ps: 8170
  cp_max_fo: 16
  startpoint_type: "register"
  regToRegSetupSlack_ps: 5770
  r2r_start: "B_matrisi[6][3]"
  critPathCaptureType: "register"
  worst-r2r-cell-count: 21
run:
  max-cap-violations: 0
  log.warning_count: 49
clock_network:
  root_buffer: "clkbuf_16"
  cts_hold_buf: 0
  cts_tree: "done"
  clockBufferDepth: 2
  cts-resized-gates: 0
  postCtsSetupBuffers: 0
  cts_inserted_buffers: 17
  clk_pin_slew_worst_paths_ps: 80
  htreeDepth: 4
  cts.sinks: 154
  clock_latency_ps: 510
route:
  drt-initial-drc-count: 1142
  wl_um: 116500
  ant_nets: 0
  post_drt_via_cell_ratio: 4.856
  firstDrtPassIters: 7
  routedWlPerCell_um: 20.52
  drc: 0
  via_count: 27570
placed_design:
  pre_cts_slack_ps: 5861
  dp_hpwl_um: 97920
  place_congestion: 0.9620
  port_buffers: 29
pwr:
  design_power_total_uw: 3096
  p_per_area_mw_per_mm2: 70.11
  vdd_drop_max_uv: 183.9
  p_leak_uw: 0.02248
min_path:
  hold_class: "register to register"
  hold_start: "sayac[4]"
  whs_path_depth: 2
  worstHoldEndpoint: "sayac[4]"
status:
  status: "completed"
worst max-delay path, cell delays in order (launching register included):
cell,delay (ps)
edfxtp_1,970
nand2_1,180
fa_1,560
inv_1,50
fa_1,480
inv_1,60
fa_1,500
fa_1,510
inv_1,60
fa_1,560
fa_1,460
fa_1,530
fa_1,430
ha_1,340
o21ai_1,220
nor4_1,100
or4b_4,580
a31o_1,240
a21oi_2,150
xnor2_1,140
a221oi_2,410
a221oi_1,130
layer usage:
layer	wire length, um	GRT usage	share of wire	up-vias
li1	-	-	-	12490
met1	39130	0.2940	0.34	14240
met2	61630	0.4157	0.53	632
met3	9736	0.07755	0.084	206
met4	5988	0.09711	0.051	0
met5	0	0	0	-
synthesized netlist by cell type (all sizes together), types with 5 or more instances:
| library cell | instances | share of area |
|---|---|---|
| o21a | 6 | 0.0011 |
| nor3 | 14 | 0.0017 |
| dfxtp | 26 | 0.012 |
| a222oi | 7 | 0.0017 |
| inv | 1227 | 0.11 |
| o21bai | 5 | 0.00090 |
| xor2 | 18 | 0.0038 |
| a211oi | 11 | 0.0021 |
| nand2b | 6 | 0.00090 |
| fa | 896 | 0.43 |
| nand3 | 10 | 0.0012 |
| edfxtp | 128 | 0.092 |
| and2 | 638 | 0.096 |
| nor2b | 10 | 0.0015 |
| o21ai | 13 | 0.0016 |
| a221oi | 10 | 0.0024 |
| a31oi | 5 | 0.00075 |
| a21oi | 43 | 0.0052 |
| ha | 522 | 0.16 |
| xnor2 | 46 | 0.0096 |
| nor2 | 57 | 0.0051 |
| nand2 | 413 | 0.037 |
| a21o | 18 | 0.0032 |
| clkbuf | 141 | 0.013 |
cell families (layout without fill, tap and decap cells):
family	count (synthesis)	after routing	share of synthesized area
AOI/OAI and AO/OA	151	151	0.02660
xor gates and xnor gates	64	64	0.01342
adders and majority gates	1418	1418	0.5858
buffers and inverters	1369	1340	0.1230
DFF	154	154	0.1045
muxes	1	1	0.0002397
other	0	3	0
and+or+nand+nor	1166	1166	0.1464
worst max path at each step:
stage | slack, ps | depth (start not counted) | end | startpoint
CTS | 5830 | 22 | carpim_veri[16] | B_matrisi[6][3]
global route | 5450 | 21 | carpim_veri[16] | B_matrisi[6][3]
finish | 5770 | 21 | carpim_veri[16] | B_matrisi[6][3]
flip-flops by register name, indices dropped and copies added (netlist names):
name and cells:
B_matrisi 64, carpim_gecerli 1, sayac 5, carpim_veri 18, sayac2 2, A_matrisi 64
cell type report:
type / count / area share
timing repair buffer: 81 / 0.01473
clock buffer: 19 / 0.009802
inverter: 1227 / 0.1043
sequential: 154 / 0.09882
tap: 1380 / 0.03910
clock inverter: 13 / 0.002550
multi-input combinational: 2800 / 0.7306
antenna: 3 / 0.0001700
per-stage QoR:
step	cell area, sq um	util	std cells
2_1_floorplan	41770	-	4323
3_3_place_gp	43610	0.4214	5642
3_5_place_dp	43610	0.4214	5642
4_1_cts	44160	0.4267	5674
5_1_grt	44160	0.4267	5674
6_report	44160	0.4267	5677
power breakdown:
group | switching [uW] | total, uW | internal [uW]
registers | 13.6 | 527 | 513
clock network | 242 | 479 | 237
logic | 1230 | 2090 | 863
No activity file was given, so power comes from the tool's default toggle rates.
