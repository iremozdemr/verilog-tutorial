==> design.v <==
module ikili_kilit(
    input [5:0] sag_adimlar,
    input [3:0] sol_adimlar,
    input [11:0] kilit_sifreler,
    output kilitler_acik
);
wire kilit1_acik;
kilit_acici kilit1(
    .sag_adim(sag_adimlar[5:3]),
    .sol_adim(sol_adimlar[3:2]),
    .kilit_sifre(kilit_sifreler[11:6]),
    .kilit_acik(kilit1_acik)
);
wire kilit2_acik;
kilit_acici kilit2(
    .sag_adim(sag_adimlar[2:0]),
    .sol_adim(sol_adimlar[1:0]),
    .kilit_sifre(kilit_sifreler[5:0]),
    .kilit_acik(kilit2_acik)
);
and(kilitler_acik, kilit1_acik, kilit2_acik);
endmodule
module kilit_acici(
    input [2:0] sag_adim,
    input [1:0] sol_adim,
    input [5:0] kilit_sifre,
    output kilit_acik
);
wire [5:0] sonuc;
wire A, B, C, D, E;
wire nA, nB, nC, nD, nE;
buf(A, sag_adim[2]);
buf(B, sag_adim[1]);
buf(C, sag_adim[0]);
buf(D, sol_adim[1]);
buf(E, sol_adim[0]);
not(nA, A);
not(nB, B);
not(nC, C);
not(nD, D);
not(nE, E);
wire w51, w52, w53, w54;
and(w51, nA, nB, C, nD, E);
and(w52, nA, B, C, D, nE);
and(w53, A, nB, C, D, E);
and(w54, A, B, C, nD, nE);
or(sonuc[5], w51, w52, w53, w54);
wire w41, w42, w43, w44, w45, w46, w47, w48;
and(w41, nA, nB, D, nE);
and(w42, nA, nC, D, nE);
and(w43, nA, B, D, E);
and(w44, A, nB, nD, nE);
and(w45, A, nC, nD, nE);
and(w46, A, B, nD, E);
and(w47, nA, nB, nC, nD, E);
and(w48, A, nB, nC, D, E);
or(sonuc[4], w41, w42, w43, w44, w45, w46, w47, w48);
wire w31, w32, w33, w34, w35, w36, w37, w38;
and(w31, nB, nC, E);
and(w32, B, nC, nE);
and(w33, nA, nB, C, D);
and(w34, nA, C, D, E);
and(w35, nA, B, nD, nE);
and(w36, A, nB, C, nD);
and(w37, A, C, nD, E);
and(w38, A, B, D, nE);
or(sonuc[3], w31, w32, w33, w34, w35, w36, w37, w38);
wire w21, w22, w23, w24, w25, w26, w27, w28, w29, w210, w211, w212;
and(w21,  nA, nC, D, nE);
and(w22,  nA, C, nD, nE);
and(w23,  nA, B, nC, D);
and(w24,  nA, B, C, nD);
and(w25,  A, nC, nD, nE);
and(w26,  A, C, D, nE);
and(w27,  A, B, nC, nD);
and(w28,  A, B, C, D);
and(w29,  nA, nB, nC, nD, E);
and(w210, nA, nB, C, D, E);
and(w211, A, nB, nC, D, E);
and(w212, A, nB, C, nD, E);
or(sonuc[2], w21, w22, w23, w24, w25, w26, w27, w28, w29, w210, w211, w212);
xor(sonuc[1], B, E);
buf(sonuc[0], C);
wire [5:0] k;
xnor(k[5], sonuc[5], kilit_sifre[5]);
xnor(k[4], sonuc[4], kilit_sifre[4]);
xnor(k[3], sonuc[3], kilit_sifre[3]);
xnor(k[2], sonuc[2], kilit_sifre[2]);
xnor(k[1], sonuc[1], kilit_sifre[1]);
xnor(k[0], sonuc[0], kilit_sifre[0]);
and(kilit_acik, k[5], k[4], k[3], k[2], k[1], k[0]);
endmodule
==> run.sh <==
#!/bin/bash
# OpenROAD 26Q1-2900-gdf79404cd8, Yosys 0.63+post, stock flow scripts
make -C /OpenROAD-flow-scripts/flow DESIGN_CONFIG=/design/flow/config.mk WORK_HOME=/design/flow/orfs finish
==> config.mk <==
export PLATFORM = sky130hd
export DESIGN_NAME = ikili_kilit
export DESIGN_NICKNAME = ikili_kilit
export VERILOG_FILES = /design/flow/design.v
export SDC_FILE = /design/flow/constraint.sdc
export NUM_CORES = 4
export LEC_CHECK = 1
export CORE_AREA = 10 10 70 70
export DIE_AREA = 0 0 80 80
==> constraint.sdc <==
current_design ikili_kilit

set clk_period 3.7
set clk_io_pct 0.2

create_clock -name clk0 -period $clk_period

set non_clock_inputs [all_inputs -no_clocks]
set_input_delay [expr $clk_period * $clk_io_pct] -clock clk0 $non_clock_inputs
set_output_delay [expr $clk_period * $clk_io_pct] -clock clk0 [all_outputs]
==> deck_impl_summary.md <==
Synthesis and Place & Route Summary

GRT
  • Total Routing Usage GR: 4.46%
  • First-pass GRT wire length: roughly 2400 µm
  • Number of global-route vias before repair: approximately 560
  • Largest net degree at the start of global routing: 12
  • Overflow after GRT: 0
  • Initial antenna violation count: 0

Status
  • Status: complete, no violations

Detailed routing
  • First-pass DRT Iterations: 4
  • Via count: 546
  • DR vias/cell: 3.99
  • Final WL: around 1400 µm
  • Routed WL per cell: approximately 11 µm
  • DRC Markers: 0
  • Iteration-0 DRC Markers: 33
  • # diodes: 0
  • ANT nets after route: 0

Power
  • Sequential share of power: 0%
  • Pwr dens: roughly 120 mW/mm²
  • Sw Ratio: around 44%
  • Combinational share of power: 100.0%
  • Clk network pwr share: 0%
  • Internal power: just over 50 µW
  • P_sw: a little over 40 µW
  • Leakage power: between 0.0003 and 0.0004 µW
  • VDD IR max: about 0.045 mV

Placement
  • Dpl hpwl: approximately 1200 µm
  • RePlAce Congestion: between 0.7 and 0.8
  • Count of buffers from port buffering: 23
  • Post-DP Area: 732 µm²

Setup path
  • CP Max Fanout: 6
  • Crit path DRT: around 3000 ps
  • Critical path launch point type: input port
  • Critical Path Sink Type: primary output
  • Worst path max stage delay: 560 ps
  • WP data arrival: between 2000 and 3000 ps
  • Crit path top cell by count: clkdlybuf4s50_1
  • Crit-path cells: clkdlybuf4s50_1, xor2_4, mux2i_1, o22ai_1, a22oi_1, nor3_1, and3_1, clkdlybuf4s50_1
  • Cell with the largest stage delay on the worst path: clkdlybuf4s50_1
  • Critical path class: input port to primary output

Min path
  • Worst Hold Class: input port to primary output

Timing
  • Setup TNS: 0 ps
  • Final setup vio count: 0
  • RSZ-0062 raised after global routing: false
  • Slew Limit Fails: 0
  • Slew @ Worst Pin: 404 ps
  • Fin crit share: between 90% and 100%
  • Max Clk Rate: between 0.2 and 0.3 GHz
  • Final hold violations: 0
  • Min cycle time layout: around 3500 ps
  • Relative slew slack: between 70% and 80%

Die
  • FP Core Util: between 10% and 20%
  • Die width: around 80 µm
  • Core box area: between 0.003 and 0.004 mm²
  • Die area: 0.00640 mm²
  • Io pins: 23
  • Row count: 21
  • Die Height: ~80 µm

Layout
  • Synth-to-layout area growth: 79.8%
  • Reg area: 0 µm²
  • Fill cells: 393
  • Clkbuf count: 0
  • Layout cell share with drive strength beyond 1: approximately a tenth
  • Flops: 0
  • Design area: between 700 and 800 µm²

Yosys
  • YS chip area: about 430 µm²
  • MUX area fraction: between 6 and 7%
  • Syn Inst Count: 67
  • Yosys aoi share: approximately a third
  • Synth cell types: 26
  • Area leader, netlist: xor2_1
  • Yosys cell count: between 60 and 70
  • Post-synthesis simple-gate area fraction: around 28%
  • Most frequent cells after synthesis: nand2_1, xor2_1, xnor2_1
  • Syn_area_per_cell: ~6.5 µm²
  • Synth Area in Adders: 0%
  • Cell Area, Synth: between 400 and 500 µm²
  • Cell area leaders: xor2_1, xnor2_1, mux2i_1
  • Top cell type's share of synthesized area: 14.2%
  • XOR Share, Synth: 28.0%
  • Yosys warning total: 0
  • Top logic family: AND-OR/OR-AND gates
  • Seq share, synth: 0%

Job
  • Max-cap violations: 0
  • Tool warnings: 32
worst paths after layout:
path,end,startpoint,slack (ps),cells past startpoint
min,kilitler_acik,kilit_sifreler[9],2600,4
max,kilitler_acik,sol_adimlar[1],150,8
routing by layer:
metal	wire length [µm]	track usage (%)
met4	0	0
met1	706	6.00
met5	0	0
met3	106	1.14
met2	628	7.38
placed cells by master (no fill, tap or decap), types with 2 or more instances in the layout:
cell	count
nor2_1	4
mux2i_1	3
o22ai_1	3
xor2_2	2
a21oi_1	3
clkdlybuf4s50_1	21
xnor2_1	4
buf_4	4
o21ai_0	3
inv_1	3
nor2b_1	2
nand2_1	7
xor2_1	5
a22oi_1	2
a21o_1	2
dlymetal6s2s_1	2
nor3_1	3
nand2b_1	2
nor4_1	2
a31oi_1	2
logic make-up after synthesis:
family	count (synthesis)
buf+inv	6
compound gates	21
xor+xnor	13
simple gates	24
mux	3
stage by stage:
stage	std cells	hold WS [ps]	utilization [%]	setup slack (ps)	total power (µW)
5_1_grt	137	2670	22.8	5.19	101
6_report	137	2600	22.8	155	91.4
4_1_cts	136	2620	21.4	84.5	85.0
2_1_floorplan	67	1660	-	1170	46.7
3_5_place_dp	136	2610	21.4	85.4	84.6
3_3_place_gp	136	2620	21.4	136	84.5
area by class of cell:
class | instances | area (µm²) | area share (%)
Multi-Input combinational cell | 61 | 444 | 57.1
Timing Repair Buffer | 27 | 265 | 34.1
Tap cell | 46 | 57.6 | 7.40
Inverter | 3 | 11.3 | 1.45
power groups by stage:
stage / Sequential, µW / Combinational, µW / Clock [µW]
4_1_cts: 0 / 85.0 / 0
5_1_grt: 0 / 101 / 0
6_report: 0 / 91.4 / 0
critical path: cells and delay by family:
family                 cells  cell delay [ps]
AND-OR/OR-AND              2              290
buffers and inverters      2             1030
XOR/XNOR                   1              270
AND/OR/NAND/NOR            2              360
multiplexers               1              120
timing repair:
| item | CTS | global route |
|---|---|---|
| resized | 0 | 8 |
| hold buffers | 0 | 0 |
| buffers inserted | 0 | 1 |
| endpoints found under the setup margin | 0 | 1 |
Power figures rest on the tool's default switching activity, not on a simulated workload.
