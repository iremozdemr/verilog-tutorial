`./config.mk`:
```
export PLATFORM = sky130hd
export DESIGN_NAME = digital_clock
export DESIGN_NICKNAME = digital_clock
export VERILOG_FILES = /design/flow/design.v
export SDC_FILE = /design/flow/constraint.sdc
export NUM_CORES = 4
export LEC_CHECK = 1
export CORE_UTILIZATION = 40
```
`./constraint.sdc`:
```
current_design digital_clock

set clk_period 3.9
set clk_io_pct 0.2

create_clock -name clk0 -period $clk_period [get_ports {clk}]

set non_clock_inputs [all_inputs -no_clocks]
set_input_delay [expr $clk_period * $clk_io_pct] -clock clk0 $non_clock_inputs
set_output_delay [expr $clk_period * $clk_io_pct] -clock clk0 [all_outputs]
```
`./design.v`:
```
module clock_calendar(
    input wire clk,
    input wire rst,
    input wire pause,
    input wire fast,
    input wire [1:0] adjust_hour,  
    input wire [1:0] adjust_minute,  
    input wire [7:0] uart_data,
    input wire uart_valid,
    output reg [7:0] hour,
    output reg [7:0] minute,  
    output reg [7:0] second,
    output reg [4:0] day,
    output reg [3:0] month,
    output reg [11:0] year
);
    reg [7:0] counter = 0;
    reg tick = 0;
    reg pause_reg = 0;
    reg fast_reg = 0;
    always @(posedge clk) begin
        if (rst) begin
            hour <= 8'd18;
            minute <= 8'd30;
            second <= 8'd0;
            day <= 5'd30;
            month <= 4'd7;
            year <= 12'd2024;
            pause_reg <= 0;
            fast_reg <= 0;
        end else if (!pause_reg) begin
            counter <= counter + 1;
            if (counter >= (fast_reg ? 25 : 50)) begin
                counter <= 0;
                tick <= 1;
            end else begin
                tick <= 0;
            end
            if (tick) begin
                second <= second + 1;
                if (second >= 60) begin
                    second <= 0;
                    minute <= minute + 1;
                end
                if (minute >= 60) begin
                    minute <= 0;
                    hour <= hour + 1;
                end
                if (hour >= 24) begin
                    hour <= 0;
                    day <= day + 1;
                end
                if ((month == 4 || month == 6 || month == 9 || month == 11) && day > 30) begin
                    day <= 1;
                    month <= month + 1;
                end else if ((month == 1 || month == 3 || month == 5 || month == 7 || month == 8 || month == 10 || month == 12) && day > 31) begin
                    day <= 1;
                    if (month == 12) begin
                        month <= 1;
                        year <= year + 1;
                    end else begin
                        month <= month + 1;
                    end
                end else if (month == 2) begin
                    if (((year % 4 == 0) && (year % 100 != 0)) || (year % 400 == 0)) begin
                        if (day > 29) begin
                            day <= 1;
                            month <= month + 1;
                        end
                    end else if (day > 28) begin
                        day <= 1;
                        month <= month + 1;
                    end
                end
            end
        end
        if (adjust_hour == 2'b01) hour <= hour + 1;
        else if (adjust_hour == 2'b10) hour <= hour - 1;
        if (adjust_minute == 2'b01) minute <= minute + 1;
        else if (adjust_minute == 2'b10) minute <= minute - 1;
        if (uart_valid) begin
            if (uart_data == "S") pause_reg <= !pause_reg;
            else if (uart_data == "R") begin
                hour <= 8'd18;
                minute <= 8'd30;
                second <= 8'd0;
                day <= 5'd30;
                month <= 4'd7;
                year <= 12'd2024;
            end
        end
    end
endmodule
module digital_clock(
    input wire clk,
    input wire rst,
    input wire [1:0] button,  
    input wire [1:0] switch,  
    input wire uart_rx,
    output wire [6:0] seg_hour_high,
    output wire [6:0] seg_hour_low,
    output wire [6:0] seg_min_high,
    output wire [6:0] seg_min_low,
    output reg [5:0] leds
);
    reg pause = 0;
    reg fast = 0;
    wire [7:0] uart_data;
    wire uart_valid;
    uart_rx uart_receiver(
        .clk(clk),
        .rx(uart_rx),
        .data_out(uart_data),
        .data_valid(uart_valid)
    );
    wire [7:0] hour;
    wire [7:0] minute;
    wire [7:0] second;
    wire [4:0] day;
    wire [3:0] month;
    wire [11:0] year;
    clock_calendar clock_cal(
        .clk(clk),
        .rst(rst),
        .pause(pause),
        .fast(fast),
        .adjust_hour(button[1:0]),
        .adjust_minute(button[1:0]),
        .uart_data(uart_data),
        .uart_valid(uart_valid),
        .hour(hour),
        .minute(minute),
        .second(second),
        .day(day),
        .month(month),
        .year(year)
    );
    seven_segment seg_hour_high_inst(
        .digit(hour[7:4]),  
        .segments(seg_hour_high)
    );
    seven_segment seg_hour_low_inst(
        .digit(hour[3:0]),  
        .segments(seg_hour_low)
    );
    seven_segment seg_min_high_inst(
        .digit(minute[7:4]),  
        .segments(seg_min_high)
    );
    seven_segment seg_min_low_inst(
        .digit(minute[3:0]),  
        .segments(seg_min_low)
    );
    always @(posedge clk) begin
        if (rst) begin
            leds <= 6'b000000;
        end else begin
            leds[0] <= second % 2;   
            leds[1] <= pause;        
            leds[2] <= fast;         
        end
    end
endmodule
module seven_segment(
    input wire [3:0] digit,
    output reg [6:0] segments
);
    always @(*) begin
        case (digit)
            4'd0: segments = 7'b1000000;
            4'd1: segments = 7'b1111001;
            4'd2: segments = 7'b0100100;
            4'd3: segments = 7'b0110000;
            4'd4: segments = 7'b0011001;
            4'd5: segments = 7'b0010010;
            4'd6: segments = 7'b0000010;
            4'd7: segments = 7'b1111000;
            4'd8: segments = 7'b0000000;
            4'd9: segments = 7'b0010000;
            default: segments = 7'b1111111;
        endcase
    end
endmodule
module uart_rx(
    input wire clk,
    input wire rx,
    output reg [7:0] data_out,
    output reg data_valid
);
    parameter BAUD_RATE = 9600;
    parameter CLK_FREQ = 50000000;
    parameter BAUD_COUNT = CLK_FREQ / BAUD_RATE;
    reg [15:0] baud_counter = 0;
    reg [3:0] bit_counter = 0;
    reg [7:0] data = 0;
    reg receiving = 0;
    always @(posedge clk) begin
        if (!rx && !receiving) begin
            receiving <= 1;
            baud_counter <= BAUD_COUNT / 2;
        end else if (receiving) begin
            if (baud_counter == 0) begin
                baud_counter <= BAUD_COUNT - 1;
                data[bit_counter] <= rx;
                bit_counter <= bit_counter + 1;
                if (bit_counter == 7) begin
                    data_out <= data;
                    data_valid <= 1;
                    receiving <= 0;
                    bit_counter <= 0;
                end
            end else begin
                baud_counter <= baud_counter - 1;
            end
        end else begin
            data_valid <= 0;
        end
    end
endmodule
```
`./run.sh`:
```
#!/bin/bash
# OpenROAD 26Q1-2900-gdf79404cd8, Yosys 0.63+post, stock flow scripts
make -C /OpenROAD-flow-scripts/flow DESIGN_CONFIG=/design/flow/config.mk WORK_HOME=/design/flow/orfs finish
```
==> impl_metrics.py <==
# Generated from Yosys and OpenROAD reports
metrics = {
    "outcome": {
        "status": "finished clean",
    },
    "placement": {
        "placement.setup.worst_slack_ns": 0.529,
        "cells_after_dpl": 830,
        "numPortBuffers": 33,
        "gpl.final_weighted_congestion": 0.896,
        "hpwlAfterDp_um": 8560,
        "placedInstanceArea_um2": 6300,
    },
    "setup_path": {
        "timing.critical_path.from_type": "primary input",
        "timing_worst_setup_path_type": "in2reg",
        "path_buffers": 3,
        "path_depth": 12,
        "critical_path.top_delay_family": "simple AND/OR/NAND/NOR gates",
        "critPathCaptureType": "register",
        "critical-path-slowest-cell": "sky130_fd_sc_hd__clkdlybuf4s50_1",
        "path_max_fanout": 8,
        "r2r.worst_path.cells": 7,
        "path_cells": "clkdlybuf4s50_1 -> nand2b_1 -> nand2_1 -> a211oi_1 -> a21oi_1 -> nor3_1 -> buf_4 -> inv_1 -> ha_1 -> nand2b_1 -> nand3_1 -> a21o_1",
        "setup.reg_to_reg.worst_slack_ns": 1.03,
        "dominant_cell_type_by_count_on_the_critical_path": "sky130_fd_sc_hd__nand2b_1",
        "crit_arrival_ns": 3.30,
        "cpPeakStageDelay_ns": 0.55,
        "required_ns": 4.14,
    },
    "die": {
        "dieArea_um2": 15100,
        "io_pins": 41,
        "rows": 43,
        "placeable_core_region_um2": 14000,
        "core_util_floorplan": 0.415,
        "chipHeight_um": 123,
        "die_width_um": 123,
    },
    "cells_and_area": {
        "final_cell_area_um2": 6590,
        "areaGrowthSynthToFinish_pct": 13.1,
        "largest_register_ffs": 16,
        "layoutNonFillerInstCount": 846,
        "max_flop_register": "uart_receiver.baud_counter",
        "final_layout_size_suffix_gt1_frac": 0.0931,
    },
    "cts": {
        "cts_repair_resize_count": 0,
        "tritoncts": "built",
        "clk-insertion-delay-late_ns": 0.35,
        "htree_num_levels": 3,
        "cts_made_buffers": 9,
        "clock_sinks": 101,
        "post-cts-setup-buffers": 0,
        "ctsHoldBuffers": 0,
        "clockBufferDepth": 2,
        "cts.reportedPaths.clkPinSlew_ns": 0.07,
        "clk_root_buffer_cell": "sky130_fd_sc_hd__clkbuf_16",
    },
    "flow_run": {
        "log.warning_count": 57,
        "max_cap_violations": 0,
    },
    "final_timing": {
        "drv_slew": 0,
        "fmax_ghz": 0.326,
        "holdWs_ns": 0.458,
        "setup_tns_ns": 0,
        "finalHoldViolCount": 0,
        "finalWorstSetupSlack_ns": 0.834,
        "finalSetupViolations": 0,
        "grt_setup_unrepaired": "no",
        "timing.final.crit_share": 0.786,
        "fin_worst_skew_ns": 0.00810,
        "period_minus_slack_ns": 3.07,
        "max_slew.worst_pin.slew_ns": 0.699,
        "slew_margin_rel": 0.529,
    },
    "drt": {
        "routed_wirelength_um": 11900,
        "antenna_violating_nets_post_route": 0,
        "drt_iter0_markers": 292,
        "routed_via_density": 5.39,
        "route.detailed.drc": 0,
        "wl_per_cell_um": 14.1,
        "via_count": 4559,
        "first_pass_iters": 5,
        "num_antenna_cells": 0,
    },
    "synth": {
        "registers_synthesis": 101,
        "yosysSeqAreaShare": 0.399,
        "synth_area_per_cell_um2": 9.21,
        "flop_cell": "sky130_fd_sc_hd__dfxtp_1",
        "number_of_synthesized_flops_with_an_enable_pin": 30,
        "synth.distinct_cells": 84,
        "synthDominantAreaCellType": "sky130_fd_sc_hd__dfxtp_1",
        "synth_top_area_share": 0.244,
        "number_of_warnings_printed_during_yosys_synthesis": 4,
        "synth_cells": 633,
        "synth.cell_area_um2": 5830,
        "yosys-stat-cells": 633,
        "synth_async_sr_flop_share": 0,
        "netlist_top_cells_area": "sky130_fd_sc_hd__dfxtp_1 (24%), sky130_fd_sc_hd__edfxtp_1 (15%), sky130_fd_sc_hd__ha_1 (7.9%), sky130_fd_sc_hd__nor2_1 (4.3%), sky130_fd_sc_hd__nand2_1 (3.1%)",
        "chip_area_yosys_um2": 5830,
    },
    "hold_path": {
        "hold-path-cell-count": 0,
        "hold_class": "reg2reg",
    },
    "grt": {
        "first_pass_grt_wire_length_um": 20400,
        "pin_count_of_the_biggest_net_entering_global_routing": 25,
        "grt.overflow.total": 0,
        "grt_pass1_vias": 4262,
        "antenna_found_initial": 0,
        "grt_usage": 0.173,
    },
    "power_and_ir_drop": {
        "cellLeakagePower_nw": 2.57,
        "cellPowerDensity_nw_per_um2": 557,
        "max-vdd-ir-drop_v": 0.000271,
    },
}
[cell type report]
class,count,area (um^2)
flip-flops and latches,101,2320
multi-input cells,462,3160
clock inverters,5,60.1
well taps,180,225
inverters,40,155
fillers,1249,7450
repair buffers,47,435
clock buffers,11,233
[metal layers]
| layer | track usage | vias to the layer above | routed length (um) |
|---|---|---|---|
| met3 | 0.0218 | 13 | 515 |
| met4 | 0.0320 | 0 | 198 |
| met2 | 0.264 | 92 | 5400 |
| met1 | 0.273 | 2134 | 5820 |
| met5 | 0 | - | 0 |
| li1 | - | 2320 | - |
[synth_stat cells, types with 4 or more instances]
library cell,instances
sky130_fd_sc_hd__o22ai_1,11
sky130_fd_sc_hd__mux2_2,4
sky130_fd_sc_hd__and2_1,7
sky130_fd_sc_hd__buf_2,14
sky130_fd_sc_hd__o21ai_1,6
sky130_fd_sc_hd__nor2b_1,4
sky130_fd_sc_hd__a22oi_1,4
sky130_fd_sc_hd__nor2_1,66
sky130_fd_sc_hd__o21a_1,7
sky130_fd_sc_hd__a21oi_1,29
sky130_fd_sc_hd__or3_1,5
sky130_fd_sc_hd__or4_1,4
sky130_fd_sc_hd__nor3_1,21
sky130_fd_sc_hd__edfxtp_1,30
sky130_fd_sc_hd__a31oi_1,12
sky130_fd_sc_hd__dfxtp_1,71
sky130_fd_sc_hd__a21o_1,5
sky130_fd_sc_hd__inv_1,35
sky130_fd_sc_hd__nor3b_1,4
sky130_fd_sc_hd__mux2i_1,8
sky130_fd_sc_hd__clkbuf_1,8
sky130_fd_sc_hd__xor2_1,11
sky130_fd_sc_hd__and3_1,10
sky130_fd_sc_hd__nand2_1,48
sky130_fd_sc_hd__ha_1,37
sky130_fd_sc_hd__buf_6,4
sky130_fd_sc_hd__nand2b_1,4
sky130_fd_sc_hd__a211oi_1,5
sky130_fd_sc_hd__o21ai_0,17
sky130_fd_sc_hd__nor4_1,6
sky130_fd_sc_hd__nor3_2,5
sky130_fd_sc_hd__xnor2_1,19
sky130_fd_sc_hd__nand4_1,10
sky130_fd_sc_hd__a22o_1,5
sky130_fd_sc_hd__nand3_1,19
sky130_fd_sc_hd__buf_4,9
[path summary, 6_finish.rpt]
kind                                        from                             endpoint
max                                    button[0]              seg_min_high[6]$_DFF_P_
min              uart_receiver.data[1]$_DFFE_PP_  uart_receiver.data_out[1]$_DFFE_PP_
max reg2reg  uart_receiver.data_out[2]$_DFFE_PP_             seg_hour_high[5]$_DFF_P_
min reg2reg      uart_receiver.data[1]$_DFFE_PP_  uart_receiver.data_out[1]$_DFFE_PP_
[logic make-up after synthesis]
kind of cell / after synthesis / synth area share
compound gates: 139 / 0.176
xor+xnor: 30 / 0.0451
fa+ha+maj: 37 / 0.0794
buf+inv: 76 / 0.0638
flops: 101 / 0.399
mux: 15 / 0.0292
other cells: 1 / 0.000644
simple gates: 234 / 0.208
[per-stage QoR]
| step | power, W | utilization |
|---|---|---|
| 5_1_grt | 0.00394 | 0.469 |
| 3_5_place_dp | 0.00280 | 0.449 |
| 2_1_floorplan | 0.00235 | - |
| 4_1_cts | 0.00371 | 0.469 |
| 6_report | 0.00367 | 0.469 |
| 3_3_place_gp | 0.00280 | 0.449 |
[cell usage in the layout (no fill, tap or decap), drive strengths merged, types with 23 or more instances in the layout]
master,instances
ha,37
inv,41
nand2,49
nor3,26
o21ai,23
edfxtp,30
a21oi,29
clkdlybuf4s50,33
dfxtp,71
nor2,66
[report_power, final]
group          internal (W)  switching (W)
Combinational      0.000663       0.000612
Sequential          0.00130       0.000208
Clock              0.000500       0.000384
Power is estimated from default activity; no workload was simulated.
